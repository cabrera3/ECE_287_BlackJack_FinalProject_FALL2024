===== design/flow/config.mk =====
export PLATFORM = sky130hd
export DESIGN_NAME = lfsr_seed
export DESIGN_NICKNAME = lfsr_seed
export VERILOG_FILES = /design/flow/design.v
export SDC_FILE = /design/flow/constraint.sdc
export NUM_CORES = 4
export LEC_CHECK = 1
export CORE_AREA = 10 10 70 70
export DIE_AREA = 0 0 80 80

===== design/flow/design.v =====
module lfsr_seed (
    input wire clk,            
    input wire reset,          
    input wire enable,         
    output reg [3:0] out       
);
    reg [3:0] lfsr_reg;   
    wire feedback;
    assign feedback = lfsr_reg[3] ^ lfsr_reg[0];   
    always @(posedge clk or negedge reset) begin
        if (reset == 1'b0) begin
            lfsr_reg <= 4'b0101;
            out <= 4'b0001;
        end
        else if (enable == 1'b1) begin
            lfsr_reg <= {lfsr_reg[2:0], feedback};
            out <= lfsr_reg;
        end
    end
endmodule

===== design/flow/run.sh =====
#!/bin/bash
# OpenROAD 26Q1-2900-gdf79404cd8, Yosys 0.63+post, stock flow scripts
make -C /OpenROAD-flow-scripts/flow DESIGN_CONFIG=/design/flow/config.mk WORK_HOME=/design/flow/orfs finish

===== design/flow/constraint.sdc =====
current_design lfsr_seed

set clk_period 1.6
set clk_io_pct 0.2

create_clock -name clk0 -period $clk_period [get_ports {clk}]

set non_clock_inputs [all_inputs -no_clocks]
set_input_delay [expr $clk_period * $clk_io_pct] -clock clk0 $non_clock_inputs
set_output_delay [expr $clk_period * $clk_io_pct] -clock clk0 [all_outputs]

==> Changelog: implementation <==
### Implementation results

* Largest net degree at the start of global routing at 10
* Post-synth seq share at 64.71%
* Reg power frac at 50.2%
* Worst skew pair latency at 0.25 ns
* HPWL Detailed at 438.6 um
* CTS tree: built
* H-tree depth at 1
* Hold slack at 0.3205 ns
* Power Density at 1532 mW/mm^2
* Post-place setup slack at 0.1730 ns
* Hold Buf Count CTS at 0
* Clock-pin slew on the worst setup and hold paths at 0.05 ns
* Flops after synth at 7
* Crit Path Class: flip-flop to output port
* Worst Slack Setup Final at 0.03984 ns
* Wire per inst at 7.474 um
* Final setup vio count at 0
* First-pass GRT wire length at 931 um
* Yosys stat chip area at 276.5 um^2
* # diodes at 0
* Max-slew violations at 0
* CTS Buf Count at 3
* Mapped cell area at 276.5 um^2
* Vias in the first global route at 196
* Total number of vias at 186
* Clk sinks at 7
* Pint at 0.4625 mW
* Buf/Inv on CP at 1
* Congestion Overflow GR at 0
* Clock Tree Buf Depth at 2
* Max reg flops at 4
* Final Hold Vio Count at 0
* Top logic cells by instance count in the layout: clkdlybuf4s50_1 (6), inv_1 (5), o21ai_0 (5)
* RSZ-0062 raised after global routing: false
* Die width at 80 um
* Initial DRC count at 13
* Mapped Cells at 24
* Gpl congestion at 0.7360
* FP Rows at 21
* Post-layout min period at 1.560 ns
* I/O pins at 7
* Yosys cell count at 24
* Warnings from Yosys at 1
* Antenna violations before repair at 0
* Crit Path Max Fanout at 2
* Critical path required time at 1.28 ns
* Sum Neg Setup Slack at 0 ns
* Switching share of power at 24.83%
* Area growth syn-to-layout at 45.25%
* Worst-Margin Slew at 0.3053 ns
* Die Y at 80 um
* CP Cell Sequence: clkdlybuf4s50_1
* Max-cap violations at 0
* Leakage power of the design at 0.1606 nW
* Die area at 0.006400 mm^2
* Max-slew headroom at 79.58%
* Slowest Stage Delay on Critical Path at 0.53 ns
* Run status: finished clean
* GRT Overall Usage at 1.980%
* Avg Synthesized Cell Area at 11.52 um^2
* Tool warning count at 25
* Router iterations before antenna repair at 2
* Crit path max-delay family: flip-flops
* Worst setup SP type: flip-flop
* Yosys cell types at 9
* CP endpoint kind: output port
* DRT antenna net count at 0
* Layout cells sized above 1 at 21.88%
* Net Switching at 0.1527 mW
* Cts repair resizes at 0
* Crit path max-delay cell type: dfstp_2
* Port Buffers at 6
* Final worst path period share at 97.51%
* Min-delay worst type: input pin to async pin
* Final Skew at 0.004990 ns
* Logic pwr share at 23.8%
* Root buf cell: clkbuf_4
* Clock power share at 26.0%
* Dominant logic cell type in the layout: clkdlybuf4s50_1
* Drc violations at 0
* DP Cell Count at 74
* Core Area at 0.003416 mm^2
* WL final at 583 um
* Filler cells at 394
* Vias per cell at 2.385
* Max VDD drop at 249.5 uV
* F_max at 0.6410 GHz
* Fin cells at 78
* # Post-CTS Setup Buffers at 0
* Fp util at 8.095%
* Crit path DAT at 1.24 ns
## synth_stat cells
| master | instances | share of area [%] |
|---|---|---|
| buf_6 | 1 | 4.1 |
| dfstp_2 | 3 | 29 |
| dfrtp_1 | 4 | 36 |
| mux2_4 | 1 | 5.4 |
| o21ai_0 | 5 | 9.0 |
| buf_4 | 1 | 2.7 |
| nand2_1 | 3 | 4.1 |
| inv_1 | 5 | 6.8 |
| xnor2_1 | 1 | 3.2 |
## layout make-up
class	instances	area (um^2)	area share, %
clock buffer	4	26.28	6.542
inverter	5	18.77	4.673
multi-input combinational	10	60.06	14.95
sequential	7	178.9	44.55
tap	46	57.56	14.33
timing repair buffer	6	60.06	14.95
## cells by family (layout without fill, tap and decap cells)
family                 after synthesis  after routing  share of synthesized area, %
AND/OR/NAND/NOR                      3              3                         4.072
multiplexers                         1              1                         5.428
buffers and inverters                7             15                         13.58
XOR/XNOR                             1              1                         3.168
AND-OR/OR-AND                        5              5                         9.048
flip-flops                           7              7                         64.71
## layer usage
layer	wire (um)	up-vias	global-route usage (%)
li1	-	87	-
met4	0	0	0.3521
met2	232	7	2.327
met5	0	-	0
met1	252	92	2.297
met3	97	0	2.273
## power by group through the flow
stage	sequential (mW)	combinational, mW	clock [mW]
CTS	0.311	0.152	0.166
global route	0.319	0.166	0.174
finish	0.309	0.146	0.160
## final timing paths
kind / startpoint / endpoint / slack [ns] / cells past startpoint
max: out[0] / out[0] / 0.04 / 1
min: reset / out[2] / 0.32 / 1
max reg2reg: lfsr_reg[2] / lfsr_reg[2] / 0.81 / 2
min reg2reg: out[0] / out[0] / 0.48 / 2
max in group asynchronous: reset / lfsr_reg[2] / 0.99 / 1
min in group clk0: out[0] / out[0] / 0.48 / 2
## per-stage QoR
| step | utilization [%] | area (um^2) | power (mW) |
|---|---|---|---|
| floorplan | - | 276.5 | 0.3726 |
| global placement | 10.99 | 375.4 | 0.4566 |
| detailed placement | 10.99 | 375.4 | 0.4627 |
| CTS | 11.76 | 401.6 | 0.6295 |
| global route | 11.76 | 401.6 | 0.6588 |
| finish | 11.76 | 401.6 | 0.6152 |
Power figures rest on the tool's default switching activity, not on a simulated workload.
